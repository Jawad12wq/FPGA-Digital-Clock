File: flow/design.v
`timescale 1ns / 1ps
module BCD_to_SevenSeg (bcd,SEVENSEG);
 	input [2:0] bcd;
	output reg [10:0] SEVENSEG;
  always @(*) begin
    case(bcd)
      3'b000: SEVENSEG = 7'b1000000;  
      3'b001: SEVENSEG= 7'b1111001;  
      3'b010: SEVENSEG = 7'b0100100;  
      3'b011: SEVENSEG = 7'b0100000;  
      3'b100: SEVENSEG = 7'b1011001; 
      3'b101: SEVENSEG = 7'b0010010; 
      default: SEVENSEG = 7'b1000000;   
    endcase
  end
endmodule
File: flow/run.sh
#!/bin/bash
# OpenROAD 26Q1-2900-gdf79404cd8, Yosys 0.63+post, stock flow scripts
make -C /OpenROAD-flow-scripts/flow DESIGN_CONFIG=/design/flow/config.mk WORK_HOME=/design/flow/orfs finish
File: flow/config.mk
export PLATFORM = sky130hd
export DESIGN_NAME = BCD_to_SevenSeg
export DESIGN_NICKNAME = BCD_to_SevenSeg
export VERILOG_FILES = /design/flow/design.v
export SDC_FILE = /design/flow/constraint.sdc
export NUM_CORES = 4
export LEC_CHECK = 1
export CORE_AREA = 10 10 70 70
export DIE_AREA = 0 0 80 80
File: flow/constraint.sdc
current_design BCD_to_SevenSeg

set clk_period 1.0
set clk_io_pct 0.2

create_clock -name clk0 -period $clk_period

set non_clock_inputs [all_inputs -no_clocks]
set_input_delay [expr $clk_period * $clk_io_pct] -clock clk0 $non_clock_inputs
set_output_delay [expr $clk_period * $clk_io_pct] -clock clk0 [all_outputs]
==> flow_metrics.tcl <==
# metrics dict for downstream scripts
set metrics [dict create \
    yosys_area_um2 93.8 \
    dp_cells 71 \
    hold_viol 0 \
    syn_area_um2 93.8 \
    path_cells "buf_6, buf_6, buf_6, nor2_4, clkdlybuf4s15_1" \
    flops 0 \
    power_frac_seq_pct 0 \
    finalWorstSetupSlack_ps 37.1 \
    critPathCaptureType "primary output" \
    route.detailed.drc 0 \
    ys_cells 16 \
    die_height_um 80 \
    synthCells 16 \
    cpMostUsedCell "buf_6" \
    fin_area_um2 278 \
    worstPathRequired_ps 800 \
    antenna_found_initial 0 \
    warning_count 33 \
    numPortBuffers 10 \
    critical_path.max_stage_delay_ps 170 \
    grt_max_degree 6 \
    dr_total_vias 128 \
    grt_pass1_vias 129 \
    p_switching_uw 30.8 \
    first_iter_violations 0 \
    outcome "finished clean" \
    antenna_cells 0 \
    die_x_um 80 \
    comb_power_share_pct 100.0 \
    setup_viol 0 \
    postSynthSeqShare_pct 0 \
    worst-path-max-fanout 3 \
    first_pass_iters 1 \
    hp-class "in2out" \
    final_common_cell "buf_6" \
    finalCriticalPeriod_ps 963 \
    fmax_mhz 1040 \
    overflow 0 \
    preCtsSetupSlack_ps -701 \
    final_cell_mix "buf_6, conb_1" \
    ys_warn_count 1 \
    fp_util_pct 2.75 \
    gr-usage-all-layers_pct 0.901 \
    critPathLaunchType "input port" \
    vdd_drop_max_uv 29.6 \
    avgSynthCellArea_um2 5.87 \
    rows 21 \
    p_clk_share_pct 0 \
    die_area_um2 6400 \
    netSwitchingFraction_pct 35.8 \
    power_density_nw_per_um2 310 \
    routedWlPerCell_um 5.08 \
    finalCritPeriodShare_pct 96.3 \
    path_buffers 4 \
    fin_cells 73 \
    p_int_uw 55.3 \
    final-seq-area_um2 0 \
    drive_gt1_share_pct 59.3 \
    io_pins 14 \
    crit_arrival_ps 760 \
    maxCapViolCount 0 \
    gp_congestion 0.709 \
    viasPerCell 1.75 \
    grt_pass1_wl_um 503 \
    finalMaxSlewViolations 0 \
    placed_area_um2 233 \
    drt-total-wl_um 371 \
    final.clkbuf_count 0 \
    ys_types 8 \
    rsz0062_at_grt "no" \
    area_growth_pct 196 \
    core_um2 3420 \
    crit_type "in2out" \
    crit_slowest_cell "clkdlybuf4s15_1" \
    cp_top_family "buffers and inverters" \
    p_leak_nw 0.122 \
    drtAntennaViolNets 0 \
]
[synthesized netlist by cell type]
library cell / instances / area (um^2)
buf_4: 5 / 37.5
nor2_1: 5 / 18.8
a21oi_1: 1 / 5.00
and2_2: 1 / 7.51
and3b_1: 1 / 8.76
conb_1: 1 / 3.75
inv_1: 1 / 3.75
xnor2_1: 1 / 8.76
[metrics by stage]
stage	power (mW)	hold slack [ps]	TNS [ps]	util, %
final	0.0860	649	0	8.13
after global routing	0.0941	665	0	8.13
after CTS	0.0826	646	-18.6	8.02
after detailed placement	0.0685	1420	-4460	6.81
after global placement	0.0687	1430	-4500	6.81
after floorplan	0.0269	413	0	-
[final cells by class]
type / instances / area, um^2
fillers: 405 / 3140
repair buffers: 13 / 120
multi-input cells: 13 / 96.3
well taps: 46 / 57.6
inverters: 1 / 3.75
[metal layers]
metal | part of all wire, % | vias to the layer above | global-route usage, %
li1 | - | 61 | -
met1 | 51 | 54 | 1.19
met2 | 33 | 13 | 1.52
met3 | 15 | 0 | 0.227
met4 | 0 | 0 | 0
met5 | 0 | - | 0
[power groups by stage]
| stage | Clock [mW] | Combinational (mW) | Sequential, mW |
|---|---|---|---|
| 6_report | 0 | 0.0860 | 0 |
| 4_1_cts | 0 | 0.0826 | 0 |
| 5_1_grt | 0 | 0.0941 | 0 |
[logic make-up (layout without fill, tap and decap cells)]
kind of cell / count (synthesis) / in the layout / share of synthesized area, %
buf+inv: 6 / 14 / 44.0
compound gates: 1 / 1 / 5.33
xor+xnor: 1 / 1 / 9.34
simple gates: 7 / 7 / 37.3
other cells: 1 / 4 / 4.00
[repair_timing]
| action | CTS | global route |
|---|---|---|
| resized | 39 | 5 |
| setup buffers | 2 | 0 |
| setup endpoints to repair | 7 | 4 |
| pin swaps | 6 | 0 |
| hold buffers | 0 | 0 |
| endpoints found under the hold margin | 0 | 0 |
[final timing paths]
check,startpoint,endpoint,slack [ps],cells after the start
hold / removal,bcd[2],SEVENSEG[5],650,3
setup / recovery,bcd[1],SEVENSEG[3],40,5
Power and IR drop assume default switching activity.
