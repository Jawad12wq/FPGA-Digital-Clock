==> design.v <==
module Mux4x1(
	input [1:0]S,
	input [7:0]segment1,
	input [7:0]segment2,
	input [7:0]segment3,
	output reg [7:0]O
    );
	always@(*)
		case(S)
			2'b00: O = segment1;
			2'b01: O = segment2;
			2'b10: O = segment3;
			default: O = segment1;
		endcase
endmodule
==> run.sh <==
#!/bin/bash
# OpenROAD 26Q1-2900-gdf79404cd8, Yosys 0.63+post, stock flow scripts
make -C /OpenROAD-flow-scripts/flow DESIGN_CONFIG=/design/flow/config.mk WORK_HOME=/design/flow/orfs finish
==> config.mk <==
export PLATFORM = sky130hd
export DESIGN_NAME = Mux4x1
export DESIGN_NICKNAME = Mux4x1
export VERILOG_FILES = /design/flow/design.v
export SDC_FILE = /design/flow/constraint.sdc
export NUM_CORES = 4
export LEC_CHECK = 1
export CORE_AREA = 10 10 70 70
export DIE_AREA = 0 0 80 80
==> constraint.sdc <==
current_design Mux4x1

set clk_period 1.2
set clk_io_pct 0.2

create_clock -name clk0 -period $clk_period

set non_clock_inputs [all_inputs -no_clocks]
set_input_delay [expr $clk_period * $clk_io_pct] -clock clk0 $non_clock_inputs
set_output_delay [expr $clk_period * $clk_io_pct] -clock clk0 [all_outputs]
==> results.sh <==
# source this file to load flow results
export IMPL_status="finished with violations"
export IMPL_violations="negative setup slack"
export IMPL_dr_pass1_iters=2
export IMPL_nFillCells=381
export IMPL_cp_start_kind="input port"
export IMPL_grt_use_total_pct=3.233
export IMPL_die_h_um=80
export IMPL_tns_ps=-592.3
export IMPL_drt_iter0_drc=5
export IMPL_synthSimpleGateAreaFrac_pct=15.58
export IMPL_gp_congestion=0.8162
export IMPL_ys_area_sq_um=192.7
export IMPL_grt_overflow_total=0
export IMPL_critical_path_class="in -> out"
export IMPL_hold_viol=0
export IMPL_drive_gt1_share_pct=41.43
export IMPL_layout_cells_most_common="clkdlybuf4s50_1"
export IMPL_dieArea_sq_um=6400
export IMPL_vdd_drop_max_mv=0.05958
export IMPL_powerDensity_nw_per_um2=358.1
export IMPL_syn_area_per_cell_sq_um=6.216
export IMPL_top_cells_by_area="a22oi_1 31%, o21ai_0 21%, nand2_1 16%, ha_1 13%, buf_6 12%"
export IMPL_timing_fmax_mhz=777.4
export IMPL_rows=21
export IMPL_cp_common_cell="buf_6"
export IMPL_logic_area_sq_um=220.2
export IMPL_cp_arrival_ps=1050
export IMPL_syn_cell_area_sq_um=192.7
export IMPL_cpPeakStageDelay_ps=170
export IMPL_p_leak_nw=0.2653
export IMPL_regArea_sq_um=0
export IMPL_finalSetupViolCount=8
export IMPL_ioPinCount=34
export IMPL_fp_util_pct=5.641
export IMPL_nClkBuffers=0
export IMPL_vias=368
export IMPL_ys_sh_adder_pct=12.99
export IMPL_fin_cells=116
export IMPL_grt_pass1_wl_um=1766
export IMPL_ys_sh_aoi_pct=51.95
export IMPL_grt_pass1_vias=360
export IMPL_warnings=35
export IMPL_period_minus_slack_ps=1286
export IMPL_syn2layout_area_growth_pct=240.9
export IMPL_drc=0
export IMPL_maxCapViolations=0
export IMPL_syn_instance_count=31
export IMPL_final_layout_top_logic_cells="21 x clkdlybuf4s50_1, 9 x buf_2, 8 x a22oi_2, 8 x nand2_1, 8 x o21ai_1"
export IMPL_holdCritPathClass="in -> out"
export IMPL_dp_hpwl_um=957.4
export IMPL_dp_cells=110
export IMPL_rsz0062_at_grt="true"
export IMPL_ys_seq_share_pct=0
export IMPL_period_used_pct=107.2
export IMPL_wl_per_cell_um=10.74
export IMPL_required_ps=960
export IMPL_logic_family="AND-OR/OR-AND gates"
export IMPL_cpMaxStageDelayCell="ha_4"
export IMPL_grt_max_degree=12
export IMPL_report_final_slew_viol_count=0
export IMPL_ys_sh_mux_pct=0
export IMPL_via_per_inst=3.172
export IMPL_ff_count=0
export IMPL_synth_distinct_cells=7
export IMPL_top_cell_area_share_pct=31.17
export IMPL_port_buffers=34
export IMPL_dpl_cell_area_sq_um=575.6
export IMPL_post_route_cell_area_sq_um=656.9
export IMPL_setup_slack_ps=-86.27
export IMPL_antenna_found_initial=0
export IMPL_yosysWarnings=1
export IMPL_core_area_sq_um=3416
export IMPL_diodes=0
export IMPL_die_w_um=80
export IMPL_ant_nets=0
export IMPL_worst_setup_path_end_kind="primary output"
export IMPL_yosysTopAreaCell="a22oi_1"
export IMPL_drt_wl_total_um=1246
export IMPL_final_util_pct=19.23
export IMPL_ys_cells=31
export IMPL_path_cells="buf_6 -> buf_6 -> ha_4 -> buf_6 -> a22oi_2 -> o21ai_1 -> buf_2"
export IMPL_cts_hold_buf=0
export IMPL_worstPathMaxFanout=4
export IMPL_timing_worst_slew_pin_value_ps=149.2
export IMPL_maxSlewHeadroom_pct=90.05
export IMPL_xor_share_pct=0
-- cells in the mapped netlist (all sizes together) --
library cell  count
nand2             8
o21ai             8
ha                2
buf               3
a22oi             8
inv               2
-- power breakdown --
part           switching, W  total (W)  internal (W)
clock network             0          0             0
registers                 0          0             0
logic             0.0000769   0.000235      0.000158
total             0.0000769   0.000235      0.000158
-- metrics by stage --
| step | hold slack (ps) | total power (W) | worst slack [ps] |
|---|---|---|---|
| detailed placement | 1415 | 0.0002040 | -1024 |
| global route | 939.3 | 0.0002554 | -147.2 |
| global placement | 1403 | 0.0002009 | -1001 |
| CTS | 967.5 | 0.0002263 | -170.4 |
| finish | 877.3 | 0.0002352 | -86.27 |
| floorplan | 532.3 | 0.00005654 | 118.2 |
-- worst paths after layout --
path | from | endpoint | cells after the start
worst max-delay path | S[0] | O[3] | 7
worst min-delay path | segment3[7] | O[7] | 4
-- layout make-up --
type,instances,area share (%)
repair buffers,42,56.57
well taps,46,8.762
inverters,2,1.143
multi-input cells,26,33.52
-- logic make-up after synthesis --
family | after synthesis
AOI/OAI and AO/OA | 16
adders and majority gates | 2
buffers and inverters | 5
and+or+nand+nor | 8
-- worst max-delay path: cells and delay by family --
kind,cells,cell delay (ps)
compound gates,2,200
fa+ha+maj,1,170
buf+inv,4,420
-- per-layer routing --
| metal | up-vias | track usage [%] | share of wire (%) |
|---|---|---|---|
| met5 | - | 0 | 0 |
| met4 | 0 | 0 | 0 |
| met3 | 0 | 1.477 | 15 |
| met2 | 24 | 4.815 | 40 |
| met1 | 153 | 4.417 | 45 |
| li1 | 191 | - | - |
-- what timing repair did --
| item | CTS | global route |
|---|---|---|
| resized | 61 | 1 |
| buffers inserted | 4 | 3 |
| endpoints found under the setup margin | 8 | 8 |
| pin swaps | 18 | 7 |
Power is estimated from default activity; no workload was simulated.
