### ./config.mk
export PLATFORM = sky130hd
export DESIGN_NAME = Counter18bit
export DESIGN_NICKNAME = Counter18bit
export VERILOG_FILES = /design/flow/design.v
export SDC_FILE = /design/flow/constraint.sdc
export NUM_CORES = 4
export LEC_CHECK = 1
export CORE_AREA = 10 10 94 94
export DIE_AREA = 0 0 104 104
### ./constraint.sdc
current_design Counter18bit

set clk_period 3.0
set clk_io_pct 0.2

create_clock -name clk0 -period $clk_period [get_ports {CLK}]

set non_clock_inputs [all_inputs -no_clocks]
set_input_delay [expr $clk_period * $clk_io_pct] -clock clk0 $non_clock_inputs
set_output_delay [expr $clk_period * $clk_io_pct] -clock clk0 [all_outputs]
### ./design.v
module Counter18bit(
    input CLK,
	 input RST,
	 output reg[17:0] count
	);
	 always @(negedge CLK) begin
		if(count == 18'b111111111111111111 | RST)
			count <= 18'd0;
		else		
			count <= count + 18'b1;    
	 end
endmodule
### ./run.sh
#!/bin/bash
# OpenROAD 26Q1-2900-gdf79404cd8, Yosys 0.63+post, stock flow scripts
make -C /OpenROAD-flow-scripts/flow DESIGN_CONFIG=/design/flow/config.mk WORK_HOME=/design/flow/orfs finish
==> impl_metrics.py <==
# Auto-generated metrics
metrics = {
    "run_status": {
        "status": "finished, final reports clean",
    },
    "power_and_ir_drop": {
        "ir_drop_mv": 0.137,
        "p_leak_nw": 0.590,
        "cellInternalPower_mw": 0.382,
        "switching_share": 0.292,
        "power.switching_mw": 0.157,
        "p_per_area_mw_per_mm2": 393,
        "clock_power_share": 0.494,
        "pwr-share-seq": 0.457,
        "comb_power_share": 0.049,
    },
    "finish": {
        "regMostFlops": "count",
        "largest_register_ff_count": 18,
        "design_area_mm2": 0.00137,
        "synthToLayoutAreaGrowth_pct": 66.4,
        "utilization": 0.201,
        "drive_gt1_frac": 0.272,
        "largest_registers": "count (18)",
    },
    "synth": {
        "numSynthFlops": 18,
        "synth-adder-area-share": 0.0152,
        "synth-xor-area-share": 0.149,
        "yosysChipArea_um2": 823,
        "ys_types": 25,
        "ys_sh_aoi": 0.0547,
        "synthesis.area_per_instance_um2": 8.76,
        "simple_gate_share": 0.283,
        "ys_cells": 94,
        "ys_seq_frac": 0.438,
        "logic_family": "simple AND/OR/NAND/NOR gates",
        "yosysWarningCount": 1,
        "syn-cell-area_um2": 823,
        "netlist_instances": 94,
        "mux_area_frac": 0,
    },
    "placement": {
        "io_buffers": 19,
        "dpl-instance-area_mm2": 0.00126,
        "dpl_worst_slack_ns": -0.259,
        "hpwl_mm": 1.69,
        "globalplace.congestion": 0.828,
    },
    "worst_setup_path": {
        "path_cells": "dlygate4sd2_1",
        "path_class": "reg2out",
        "reg2reg_slack_ns": 1.27,
        "crit_path_start_kind": "flip-flop",
        "r2r_start": "count[0]$_SDFF_NP0_",
        "r2r_cells": 6,
        "crit_arrival_ns": 2.37,
        "required_ns": 2.40,
        "r2r_end": "count[8]$_SDFF_NP0_",
        "cpPeakStageDelay_ns": 0.30,
        "path_delay_family": "flip-flops",
        "cp_slowest_cell": "dfxtp_1",
        "cp.buffers_inverters": 1,
        "end_kind": "output port",
        "crit_fanout": 2,
    },
    "die": {
        "die_width_um": 104,
        "die_h_um": 104,
        "die_area_mm2": 0.0108,
        "row_count": 30,
        "core-area_mm2": 0.00683,
        "pin_count": 20,
        "fp-utilization": 0.121,
    },
    "drt": {
        "vias_per_cell": 3.32,
        "insertedDiodeCount": 0,
        "drtIter0Drc": 63,
        "vias": 819,
        "drt_pre_antenna_iters": 4,
        "avgRoutedWirePerCell_um": 8.99,
        "antenna_left": 0,
        "drc_errors": 0,
        "finalWirelength_mm": 2.22,
    },
    "global_routing": {
        "grt.total_usage": 0.0398,
        "grt_max_degree": 15,
        "grt_pass1_vias": 803,
        "grt_overflow_total": 0,
        "grt_pass1_wl_mm": 3.64,
        "antenna_found_initial": 0,
    },
    "timing": {
        "setup_ws_ns": 0.0337,
        "drv_slew": 0,
        "hold_ws_ns": 0.540,
        "setup_viol": 0,
        "tightest_slew_ns": 0.348,
        "hold_viol": 0,
        "max_slew_margin": 0.766,
        "rsz0062_at_grt": "no",
        "skew_ns": 0.0154,
    },
    "clock_network": {
        "ctsHtreeMaxLevel": 1,
        "clockBufferDepth": 2,
        "holdBufCountCts": 0,
        "insertion_delay_ns": 0.33,
        "post_cts_buffers": 0,
        "numCtsBuffers": 3,
        "cts_tree": "yes",
        "cts_num_sinks": 18,
        "clockRootBuffer": "clkbuf_8",
        "clk_pin_slew_ns": 0.03,
    },
    "min_path": {
        "hold_path_class": "reg2reg",
        "holdPathStages": 2,
        "hold_end": "count[0]$_SDFF_NP0_",
        "hold_start": "count[0]$_SDFF_NP0_",
    },
    "flow_run": {
        "maxCapViolCount": 0,
        "warning_count": 43,
    },
}
==> Yosys cell counts <==
cell type / instances / area (µm²)
nor4_1: 5 / 31.3
ha_1: 1 / 12.5
and3_1: 1 / 6.26
nand3_2: 1 / 10.0
a31o_2: 1 / 8.76
a41o_1: 1 / 10.0
a211oi_1: 1 / 7.51
xor2_1: 2 / 17.5
nand3_1: 6 / 30.0
nand4_2: 2 / 25.0
buf_4: 1 / 7.51
inv_1: 7 / 26.3
nand4_1: 1 / 6.26
dfxtp_1: 18 / 360
nor3_1: 4 / 20.0
a21oi_1: 1 / 5.00
nor2_1: 19 / 71.3
buf_6: 1 / 11.3
o21ai_0: 1 / 5.00
or2_4: 1 / 8.76
or3_1: 2 / 12.5
xnor2_1: 12 / 105
a311oi_1: 1 / 8.76
nand2_1: 3 / 11.3
buf_2: 1 / 5.00
==> layout make-up <==
class / count / area [µm²]
flip-flops and latches: 18 / 373
multi-input cells: 66 / 414
inverters: 6 / 22.5
clock inverters: 19 / 72.6
clock buffers: 3 / 41.3
fillers: 780 / 5460
repair buffers: 39 / 327
well taps: 96 / 120
==> worst reg2reg max path, stage by stage (launching register included) <==
cell	delay, ns
dfxtp_1	0.32
buf_4	0.13
ha_1	0.22
nand3_1	0.20
nor2_1	0.24
a41o_2	0.41
nor2_1	0.09
==> power groups by stage <==
| stage | combinational, mW | sequential, mW | clock, mW |
|---|---|---|---|
| after CTS | 0.0270 | 0.246 | 0.281 |
| after global routing | 0.0298 | 0.246 | 0.309 |
| final | 0.0265 | 0.246 | 0.266 |
==> how the worst max path moves through the flow <==
| stage | from | end | slack (ns) | depth (start not counted) |
|---|---|---|---|---|
| 4_1_cts | count[4]$_SDFF_NP0_ | count[4] | 0.002 | 1 |
| 5_1_grt | count[4]$_SDFF_NP0_ | count[4] | 0.00009 | 1 |
| 6_report | count[9]$_SDFF_NP0_ | count[9] | 0.03 | 1 |
==> stage by stage <==
step | TNS [ns] | power [mW] | instances
6_report | 0 | 0.539 | 247
4_1_cts | 0 | 0.554 | 247
5_1_grt | 0 | 0.585 | 247
3_3_place_gp | -3.45 | 0.317 | 226
2_1_floorplan | 0 | 0.300 | 94
3_5_place_dp | -3.58 | 0.317 | 226
==> kinds of logic after synthesis <==
kind of cell | Yosys count
AND/OR/NAND/NOR | 45
buffers and inverters | 10
XOR/XNOR | 14
flip-flops | 18
adder cells (fa/ha/maj) | 1
AND-OR/OR-AND | 6
==> timing repair <==
item / in CTS / in global routing
setup endpoints to repair: 18 / 12
cloned: 0 / 0
gates resized: 29 / 12
==> layer usage <==
metal	GRT usage	routed length (µm)	up-vias
met3	0.0157	96	2
met5	0	0	-
met1	0.0458	957	365
met2	0.0644	1130	18
li1	-	-	434
met4	0.0159	38	0
==> layout by cell type (no fill, tap or decap), drive strengths merged, types with 2 or more instances in the layout <==
cell,count
dfxtp,18
nand2,3
nor2,19
clkbuf,4
clkdlybuf4s15,10
dlygate4sd2,7
nor3,4
inv,24
buf,20
xor2,2
xnor2,12
nor4,5
nand4,3
nand3,7
or3,2
Power and IR drop assume default switching activity.
